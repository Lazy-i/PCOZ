<file path="flow/run.sh">
#!/bin/bash
# OpenROAD 26Q1-2900-gdf79404cd8, Yosys 0.63+post, stock flow scripts
make -C /OpenROAD-flow-scripts/flow DESIGN_CONFIG=/design/flow/config.mk WORK_HOME=/design/flow/orfs finish
</file>
<file path="flow/config.mk">
export PLATFORM = sky130hd
export DESIGN_NAME = ext
export DESIGN_NICKNAME = ext
export VERILOG_FILES = /design/flow/design.v
export SDC_FILE = /design/flow/constraint.sdc
export NUM_CORES = 4
export LEC_CHECK = 1
export CORE_AREA = 10 10 70 70
export DIE_AREA = 0 0 80 80
</file>
<file path="flow/constraint.sdc">
current_design ext

set clk_period 1.1
set clk_io_pct 0.2

create_clock -name clk0 -period $clk_period

set non_clock_inputs [all_inputs -no_clocks]
set_input_delay [expr $clk_period * $clk_io_pct] -clock clk0 $non_clock_inputs
set_output_delay [expr $clk_period * $clk_io_pct] -clock clk0 [all_outputs]
</file>
<file path="flow/design.v">
`timescale 1ns / 1ps
module ext(
    input [15:0] imm,
    output [31:0] out,
    input ext_op,
    input ext_result
    );
assign out=ext_result?{{16{0}},imm}<<16:
				ext_op?{{16{imm[15]}},imm}:{{16{0}},imm};
endmodule
</file>
==> results.py <==
# Synthesis and PnR figures
metrics = {
    "job": {
        "drv_cap": 0,
        "tool_warnings": 34,
    },
    "drt": {
        "dr.first_iter.drc_count": 12,
        "drc_errors": 0,
        "viasPerCell": 3.44,
        "antenna_left": 0,
        "insertedDiodeCount": 0,
        "vias": 551,
        "dr.pass1.iters": 3,
        "wl_per_cell_um": 12.7,
        "drt_wl_total_um": 2040,
    },
    "logic_synthesis": {
        "synth.cell_area_um2": 293,
        "yosys_warnings": 0,
        "yosys_cells": 52,
        "top_area_cell": "nor2b_1",
        "top_cells_by_count": "nand2_1 (21), nor2b_1 (16), nand2_2 (9), buf_2 (3)",
        "netlist_instances": 52,
        "avgSynthCellArea_um2": 5.63,
        "ys_types": 7,
        "yosys_area_um2": 293,
        "yosysSeqAreaShare_pct": 0,
        "most_common_cell": "nand2_1",
        "netlist.area_leader.share_pct": 34.2,
        "synthTopCellsByArea": "nor2b_1 (34%), nand2_1 (27%), nand2_2 (19%)",
    },
    "pwr": {
        "pwr-share-seq_pct": 0,
        "cellPowerDensity_mw_per_mm2": 315,
        "power.leakage_nw": 0.546,
        "clockPowerShare_pct": 0,
        "combinationalPowerShare_pct": 100.0,
        "p_sw_share_pct": 37.2,
        "ir_drop_mv": 0.0447,
        "p_int_w": 0.000177,
        "switchingPower_w": 0.000105,
    },
    "die": {
        "io_pins": 50,
        "row_count": 21,
        "die_w_um": 80,
        "die_h_um": 80,
        "core_area_mm2": 0.00342,
        "dieArea_mm2": 0.00640,
        "fp_util_pct": 8.57,
    },
    "layout": {
        "clock_buffers": 0,
        "flops": 0,
        "final-instance-count-excl-fill": 160,
        "design_area_um2": 896,
        "layout-drive-gt1-share_pct": 50.0,
        "utilization_pct": 26.2,
        "synthToLayoutAreaGrowth_pct": 206,
        "flop_area_um2": 0,
    },
    "critical_path": {
        "crit_fanout": 5,
        "crit_type": "input port to primary output",
        "cp_data_required_time_ps": 880,
        "arrival_ps": 880,
        "cp-start-kind": "input port",
        "crit_path_end_kind": "primary output",
    },
    "timing": {
        "setup_ws_ps": -2.31,
        "rsz0062_at_grt": "true",
        "period_minus_slack_ps": 1100,
        "hold_viol_final": 0,
        "drv_slew": 0,
        "setup_violations": 1,
        "holdWs_ps": 830,
        "slew_headroom_pct": 92.3,
        "post-route-period-util_pct": 100,
        "tightest_slew_ps": 116,
        "fmax_mhz": 907,
    },
    "global_routing": {
        "grt_pass1_vias": 574,
        "groute.usage.overall_pct": 5.82,
        "grt_overflow": 0,
        "grt_max_degree": 12,
        "grt_pass1_wl_um": 3110,
        "antenna_found_initial": 0,
    },
    "place": {
        "gp_congestion": 0.744,
        "hpwl_um": 1400,
        "dp_cells": 147,
        "numPortBuffers": 50,
        "dpl_cell_area_um2": 843,
    },
    "outcome": {
        "violations": "setup timing",
        "outcome": "finished, violations left",
    },
    "worst_hold_path": {
        "hold_class": "input port to primary output",
    },
}
==> per-stage QoR <==
stage / power, W / setup TNS (ps) / setup slack [ps]
after floorplan: 0.0000702 / 0 / 304
after global placement: 0.000298 / -20640 / -725
after detailed placement: 0.000301 / -20930 / -743
after CTS: 0.000300 / -583 / -162
after global routing: 0.000314 / -112 / -57.0
final: 0.000282 / -2.31 / -2.31
==> placed cells by master, fill, tap and decap left out, drive strengths merged <==
master          n
nand2          30
clkdlybuf4s15   2
o21a            1
dlymetal6s2s    2
buf            25
dlygate4sd2    22
clkbuf         14
nor2b          16
nand3b          2
==> per-layer routing <==
metal / global-route usage (%) / up-vias / routed length (um)
met5: 0 / - / 0
met1: 8.17 / 239 / 967
li1: - / 284 / -
met4: 0 / 0 / 0
met2: 9.63 / 28 / 916
met3: 0.909 / 0 / 152
==> timing repair <==
item	4_1_cts	5_1_grt
endpoints found under the setup margin	32	15
resized	103	34
buffers inserted	15	2
cloned	2	0
pin swaps	10	4
hold buffers	0	0
==> worst paths after layout <==
check	startpoint	endpoint	slack, ps	depth (start not counted)
hold / removal	imm[2]	out[18]	830	4
setup / recovery	ext_result	out[26]	-2	6
==> cells by family after synthesis <==
group	synth area share, %
compound gates	2.57
buf+inv	10.3
simple gates	87.2
==> power groups by stage <==
stage / registers (W) / logic (W) / clock network (W)
final: 0 / 0.000282 / 0
after global routing: 0 / 0.000314 / 0
after CTS: 0 / 0.000300 / 0
==> worst max-delay path: stages <==
cell and delay [ps]:
buf_8 110, nand3b_4 190, buf_6 140, buf_6 100
nand2_2 40, buf_2 90
==> cell type report <==
type                            instances  area (um2)
Fill cell                             374        2520
Tap cell                               46        57.6
Multi-Input combinational cell         49         300
Timing Repair Buffer                   65         538
Power and IR drop assume default switching activity.
