## design/flow/run.sh

```bash
#!/bin/bash
# OpenROAD 26Q1-2900-gdf79404cd8, Yosys 0.63+post, stock flow scripts
make -C /OpenROAD-flow-scripts/flow DESIGN_CONFIG=/design/flow/config.mk WORK_HOME=/design/flow/orfs finish
```

## design/flow/config.mk

```make
export PLATFORM = sky130hd
export DESIGN_NAME = code
export DESIGN_NICKNAME = code
export VERILOG_FILES = /design/flow/design.v
export SDC_FILE = /design/flow/constraint.sdc
export NUM_CORES = 4
export LEC_CHECK = 1
export CORE_UTILIZATION = 50
```

## design/flow/constraint.sdc

```tcl
current_design code

set clk_period 11.1
set clk_io_pct 0.2

create_clock -name clk0 -period $clk_period [get_ports {Clk}]

set non_clock_inputs [all_inputs -no_clocks]
set_input_delay [expr $clk_period * $clk_io_pct] -clock clk0 $non_clock_inputs
set_output_delay [expr $clk_period * $clk_io_pct] -clock clk0 [all_outputs]
```

## design/flow/design.v

```verilog
`timescale 1ns / 1ps
module code(
    input Clk,
    input Slt,
    input Reset,
    input En,
    output [63:0] Output0,
    output [63:0] Output1
    );
	 reg [63:0] ot0 = 0,ot1 = 0,temp = 0;
	 assign Output0 = ot0,Output1 = ot1;
	always@(posedge Clk) begin
		if(Reset) begin
			ot0 = 0;
			ot1 = 0;
		end
		else begin
			if(En) begin
				if(Slt) begin 
					temp = temp + 1;
					if(temp % 4 == 0) ot1 = ot1 + 1;
				end
				else ot0 = ot0 + 1;
			end
		end
	end
endmodule
```

==> GITHUB_STEP_SUMMARY <==
### Metrics collected by this job

| Metric | Value |
|---|---|
| Seq share, synth | 0.418 |
| Critical Path AT | 4.88 ns |
| Hold Startpoint | ot1[63] |
| Post-CTS setup buffer count | 0 |
| Vias in the first global route | 5,420 |
| Fp_density | 0.518 |
| Final setup fails | 0 |
| R2R cell count | 5 |
| XOR/XNOR Area Share | 0.0824 |
| Area Overhead vs Synth | 32.0% |
| Max frequency | 220 MHz |
| Flops after synth | 130 |
| Mux area share | 0 |
| Internal reg-to-reg setup slack | 8.39 ns |
| Overall Global Routing Usage | 0.262 |
| Clk pin slew, worst setup/hold paths | 0.05 ns |
| Most numerous logic cell after layout | clkdlybuf4s50_1 |
| Routed vias | 6,203 |
| Crit path max fanout | 13 |
| Worst Setup End Kind | register |
| Final hold violations | 0 |
| Final Util | 0.684 |
| Setup crit start | Slt |
| R2R Path End | ot0[59] |
| First-pass iteration count of the detailed router | 6 |
| DR iter-0 viols | 435 |
| Overflow after GRT | 0 |
| Synthesized area | 0.00627 mm² |
| CTS tree | yes |
| YS chip area | 0.00627 mm² |
| Main logic family | simple AND/OR/NAND/NOR gates |
| Latency at later pin | 0.41 ns |
| Initial antenna violation count | 0 |
| CTS Hold Buffers Added | 0 |
| Avg WL per Cell | 15.3 µm |
| RR Startpoint | ot0[14] |
| Final Max Tran Viols | 0 |
| Data required, critical path | 11.44 ns |
| Capture point of the worst path | ot0[59] |
| Setup TNS | 0 ns |
| First-pass GRT wire length | 26,800 µm |
| Fill count | 967 |
| H-tree depth | 4 |
| Status | finished clean |
| Clock skew | 0.00499 ns |
| CTS Buffer Depth | 2 |
| Leak | 2.53 nW |
| Pwr per Cell Area | 123 mW/mm² |
| Top cells excl fill/tap | clkdlybuf4s50_1, dfxtp_1, nor2_1 |
| Peak VDD IR | 0.0914 mV |
| Top cells, area | dfxtp_1, xor2_1, a21oi_1 |
| Sw Ratio | 0.199 |
| Post-Syn Instances | 763 |
| Logic pwr share | 0.013 |
| HPWL reported at the end of detailed placement | 11,000 µm |
| NetSw | 0.000202 W |
| Sequential share of power | 0.463 |
| Via density | 5.81 |
| RSZ-0062 raised after global routing | no |
| TritonCTS buffer count | 17 |
| Worst setup path category | in -> reg |
| # Cells Yosys | 763 |
| Routed Antenna Nets | 0 |
| Syn_area_per_cell | 8.22 µm² |
| Yosys cell types | 37 |
| Synth warn | 1 |
| Core box area | 0.0121 mm² |
| Tightest Pin Transition | 0.834 ns |
| Routed WL | 16,400 µm |
| CTS sink count | 130 |
| DIE WIDTH | 114 µm |
| Tmin final | 4.54 ns |
| Period utilization | 0.409 |
| Top cell area share | 0.409 |
| Max_cap viols | 0 |
| Post-CTS sizing | 0 |
| Placement Rows | 40 |
| CTS root buf | clkbuf_16 |
| Chip area | 0.0130 mm² |
| Pint | 0.000814 W |
| Min-Delay Path Class | reg -> reg |
| Hold path depth | 2 |
| Yosys top cell by area | dfxtp_1 |
| # DRC | 0 |
| ANT cells | 0 |
| AO/OA Area Share | 0.121 |
| Adder share | 0.00598 |
| Clock Power Share | 0.525 |
| Share of post-route cells with drive strength above 1 | 0.0511 |
| Slew HR | 0.444 |
| Largest net degree at the start of global routing | 83 |
| Simple Share, Synth | 0.346 |
| Placer Congestion | 0.894 |
| Total tool warning count | 26 |
| Io pins | 132 |
| Critical path launch point type | primary input |
| Die y size | 114 µm |
| Port Buffers | 131 |
-- flip-flops by register name (all words and copies together) (netlist names) --
signal  count
temp        2
ot1        64
ot0        64
-- cell type report --
class,instances,area (µm²),area share
Clock buffer,27,523,0.0632
Clock inverter,4,47.5,0.00574
Inverter,16,60.1,0.00725
Multi-Input combinational cell,588,3480,0.420
Sequential cell,130,2620,0.317
Tap cell,168,210,0.0254
Timing Repair Buffer,135,1340,0.162
-- worst max-delay path: stages --
cell and delay (ns):
clkdlybuf4s50_1 0.51, nand2b_1 0.30, nor4_2 0.58, nand4_1 0.56, or4_1 0.56, a21oi_1 0.14
-- logic make-up after synthesis --
group,after synthesis
compound gates,135
xor+xnor,59
fa+ha+maj,3
buf+inv,45
flops,130
simple gates,391
-- synthesized netlist by cell type --
cell and n:
dfxtp_1 128, nor2_1 82, a21oi_1 68, nand2_1 56
nand3_1 54, nand4_1 53, xor2_1 41, o21ai_0 37
or3_1 37, clkbuf_1 27, or4_1 27, o31ai_1 25
xnor2_1 18, and3_1 16, inv_1 16, nor3_1 15
nor4_1 14, and4_1 9, nand4b_1 5, o41ai_1 5
or2_2 4, ha_1 3, nor4_4 3, and2_1 2
buf_2 2, edfxtp_1 2, nand2b_1 2, nand4_2 2
nor4_2 2, and2_0 1, nand2_2 1, nand3_2 1
nand3b_1 1, nor2b_1 1, nor3_2 1, nor4b_1 1
or3b_1 1
-- per-stage QoR --
step                      cell area, µm²  hold WS [ns]  worst slack [ns]  total power, W  std cells
after floorplan                     6270         0.439              7.34        0.000488        763
after global placement              7710         0.471              6.24        0.000493       1037
after detailed placement            7710         0.475              6.14        0.000493       1037
after CTS                           8280         0.488              6.56         0.00103       1068
after global routing                8280         0.499              6.29         0.00105       1068
final                               8280         0.480              6.56         0.00102       1068
-- how the worst min path moves through the flow --
stage / to / slack, ns
CTS: ot1[63] / 0.49
finish: ot1[63] / 0.48
global route: ot1[63] / 0.50
-- routing by layer --
layer | wire length, µm | GRT usage | vias to the layer above
met5 | 0 | 0 | -
met4 | 216 | 0.0338 | 0
met3 | 1100 | 0.0460 | 15
met2 | 7450 | 0.405 | 220
met1 | 7590 | 0.410 | 2883
li1 | - | - | 3085
-- power by group through the flow --
stage	Clock, W	Combinational, W	Sequential (W)
after CTS	0.000542	0.0000131	0.000470
after global routing	0.000564	0.0000146	0.000470
final	0.000533	0.0000130	0.000470
Power figures rest on the tool's default switching activity, not on a simulated workload.
